`/design/flow/run.sh`:
```
#!/bin/bash
# OpenROAD 26Q1-2900-gdf79404cd8, Yosys 0.63+post, stock flow scripts
make -C /OpenROAD-flow-scripts/flow DESIGN_CONFIG=/design/flow/config.mk WORK_HOME=/design/flow/orfs finish
```
`/design/flow/config.mk`:
```
export PLATFORM = sky130hd
export DESIGN_NAME = mlp
export DESIGN_NICKNAME = mlp
export VERILOG_FILES = /design/flow/design.v
export SDC_FILE = /design/flow/constraint.sdc
export NUM_CORES = 4
export LEC_CHECK = 1
export CORE_UTILIZATION = 30
```
`/design/flow/constraint.sdc`:
```
current_design mlp

set clk_period 57.7
set clk_io_pct 0.2

create_clock -name clk0 -period $clk_period [get_ports {clk}]

set non_clock_inputs [all_inputs -no_clocks]
set_input_delay [expr $clk_period * $clk_io_pct] -clock clk0 $non_clock_inputs
set_output_delay [expr $clk_period * $clk_io_pct] -clock clk0 [all_outputs]
```
`/design/flow/design.v`:
```
module mlp(
    input wire clk,
    input wire rst,
    input wire train,
    input wire [15:0] x1,
    input wire [15:0] x2,
    input wire [15:0] y_target,
    output wire [15:0] y_out,
    output wire training_done
);
    parameter LEARNING_RATE = 16'h0080;
    parameter NUM_TRAINING_ITERATIONS = 1000;
    parameter FIXED_ONE = 16'h0100;
    reg [15:0] w1_1;
    reg [15:0] w1_2;
    reg [15:0] w2_1;
    reg [15:0] w2_2;
    reg [15:0] w3_1;
    reg [15:0] w3_2;
    reg [15:0] h1_in;
    reg [15:0] h2_in;
    reg [15:0] h1;
    reg [15:0] h2;
    reg [15:0] y_in;
    reg [15:0] y;
    reg [15:0] delta_output;
    reg [15:0] delta_hidden1;
    reg [15:0] delta_hidden2;
    reg [15:0] sigmoid_derivative_output;
    reg [15:0] sigmoid_derivative_h1;
    reg [15:0] sigmoid_derivative_h2;
    reg [31:0] iteration_counter;
    reg done;
    assign y_out = y;
    assign training_done = done;
    always @(*) begin
        h1_in = fixed_point_mult(w1_1, x1) + fixed_point_mult(w2_1, x2);
        h2_in = fixed_point_mult(w1_2, x1) + fixed_point_mult(w2_2, x2);
        h1 = sigmoid(h1_in);
        h2 = sigmoid(h2_in);
        y_in = fixed_point_mult(w3_1, h1) + fixed_point_mult(w3_2, h2);
        y = sigmoid(y_in);
        sigmoid_derivative_output = sigmoid_derivative(y);
        sigmoid_derivative_h1 = sigmoid_derivative(h1);
        sigmoid_derivative_h2 = sigmoid_derivative(h2);
    end
    always @(posedge clk or posedge rst) begin
        if (rst) begin
            w1_1 <= 16'h0040;
            w1_2 <= 16'h0060;
            w2_1 <= 16'h0050;
            w2_2 <= 16'h0070;
            w3_1 <= 16'h0048;
            w3_2 <= 16'h0058;
            iteration_counter <= 0;
            done <= 0;
        end
        else if (train && !done) begin
            delta_output = fixed_point_mult((y - y_target), sigmoid_derivative_output);
            delta_hidden1 = fixed_point_mult(fixed_point_mult(delta_output, w3_1), sigmoid_derivative_h1);
            delta_hidden2 = fixed_point_mult(fixed_point_mult(delta_output, w3_2), sigmoid_derivative_h2);
            w3_1 <= w3_1 - fixed_point_mult(fixed_point_mult(LEARNING_RATE, delta_output), h1);
            w3_2 <= w3_2 - fixed_point_mult(fixed_point_mult(LEARNING_RATE, delta_output), h2);
            w1_1 <= w1_1 - fixed_point_mult(fixed_point_mult(LEARNING_RATE, delta_hidden1), x1);
            w2_1 <= w2_1 - fixed_point_mult(fixed_point_mult(LEARNING_RATE, delta_hidden1), x2);
            w1_2 <= w1_2 - fixed_point_mult(fixed_point_mult(LEARNING_RATE, delta_hidden2), x1);
            w2_2 <= w2_2 - fixed_point_mult(fixed_point_mult(LEARNING_RATE, delta_hidden2), x2);
            if (iteration_counter == NUM_TRAINING_ITERATIONS - 1) begin
                done <= 1;
            end else begin
                iteration_counter <= iteration_counter + 1;
            end
        end
    end
    function [15:0] fixed_point_mult;
        input [15:0] a;
        input [15:0] b;
        reg [31:0] temp;
        begin
            temp = a * b;
            fixed_point_mult = temp[23:8];
        end
    endfunction
    function [15:0] sigmoid;
        input [15:0] x;
        reg [15:0] result;
        reg [7:0] index;
        reg [15:0] sigmoid_lut [0:255];
        integer i;
        begin
            for (i = 0; i < 256; i = i + 1) begin
                case (i)
                    0:  sigmoid_lut[i] = 16'h0003;
                    16: sigmoid_lut[i] = 16'h000A;
                    32: sigmoid_lut[i] = 16'h001B;
                    48: sigmoid_lut[i] = 16'h0046;
                    64: sigmoid_lut[i] = 16'h00B8;
                    80: sigmoid_lut[i] = 16'h01C6;
                    96: sigmoid_lut[i] = 16'h0432;
                    112: sigmoid_lut[i] = 16'h0800;
                    128: sigmoid_lut[i] = 16'h0080;
                    144: sigmoid_lut[i] = 16'h00C0;
                    160: sigmoid_lut[i] = 16'h00DD;
                    176: sigmoid_lut[i] = 16'h00E9;
                    192: sigmoid_lut[i] = 16'h00F3;
                    208: sigmoid_lut[i] = 16'h00F8;
                    224: sigmoid_lut[i] = 16'h00FB;
                    240: sigmoid_lut[i] = 16'h00FD;
                    255: sigmoid_lut[i] = 16'h00FE;
                    default: begin
                        if (i < 128)
                            sigmoid_lut[i] = 16'h0080 - (((128-i) * 16'h0080) >> 7);
                        else
                            sigmoid_lut[i] = 16'h0080 + (((i-128) * 16'h0080) >> 7);
                    end
                endcase
            end
            if (x[15]) begin
                if (x < 16'hF800)
                    index = 0;
                else
                    index = 128 + ((x[14:8] + 8'h10) & 8'h7F);
            end
            else begin
                if (x > 16'h0800)
                    index = 255;
                else
                    index = 128 + (x[14:8] & 8'h7F);
            end
            result = sigmoid_lut[index];
            sigmoid = result;
        end
    endfunction
    function [15:0] sigmoid_derivative;
        input [15:0] sigmoid_value;
        begin
            sigmoid_derivative = fixed_point_mult(sigmoid_value, (FIXED_ONE - sigmoid_value));
        end
    endfunction
endmodule
```
==> results.sh <==
# source this file to load flow results
export IMPL_cp_data_arrival_time_ps=57510
export IMPL_drive_above_1_share_pct=12.4
export IMPL_synth_cells_yosys=15200
export IMPL_final_setup_worst_slack_ps=643
export IMPL_grt_antenna_before_repair=7
export IMPL_syn2layout_area_growth_pct=17.0
export IMPL_slowest_stage="fa_1"
export IMPL_report_final_setup_viol=0
export IMPL_drt_pre_antenna_iters=23
export IMPL_synth_warnings=4
export IMPL_min_period_over_period_pct=98.9
export IMPL_clock_tree_buffer_depth=3
export IMPL_yosys_stat_chipArea_sq_mm=0.133
export IMPL_cts_num_sinks=129
export IMPL_crit_path_max_incr_delay_ps=590
export IMPL_grt_pass1_vias=105000
export IMPL_place_hpwl_microns=288000
export IMPL_dominantRegCellSynth="dfrtp_1"
export IMPL_detail_route_drc_violations=0
export IMPL_grt_util_all_layers_pct=16.8
export IMPL_final_layout_top_logic_cell="inv_1"
export IMPL_floorplan_rows=244
export IMPL_slew_viol_final=0
export IMPL_worst_setup_path_type="input pin to flip-flop"
export IMPL_hold_viol=0
export IMPL_edf_count=0
export IMPL_synth_async_reset_ratio_pct=100
export IMPL_drt_initial_drc_count=3207
export IMPL_lay_top_cells="inv_1, fa_1, nand2_1, ha_1, buf_4"
export IMPL_floorplan_die_area_sq_mm=0.446
export IMPL_rsz0062_at_grt="yes"
export IMPL_floorplan_io_pins=68
export IMPL_slew_headroom_pct=24.7
export IMPL_tritoncts_num_buffers=25
export IMPL_warnings=38
export IMPL_max_clock_freq_mhz=17.5
export IMPL_antenna_left=0
export IMPL_num_fill_cells=44500
export IMPL_grt_overflow_total=0
export IMPL_kind_of_launch_point_of_the_worst_setup_path="input pin"
export IMPL_avgSynthCellArea_sq_um=8.74
export IMPL_gp_routability_congestion=0.953
export IMPL_synthesis_area_sq_mm=0.133
export IMPL_finish_cell_count_without_fillers=22600
export IMPL_drt_wirelength_per_cell_microns=15.1
export IMPL_post_route_min_period_ps=57060
export IMPL_netlist_instances=15200
export IMPL_cts_root_buffer_cell="clkbuf_16"
export IMPL_critical_path_required_ps=58150
export IMPL_height_of_the_die_microns=668
export IMPL_place_worst_setup_slack_ps=-1310
export IMPL_drt_total_wl_microns=341000
export IMPL_via_count=98400
export IMPL_max_cap_violations=0
export IMPL_floorplan_die_width_microns=668
export IMPL_timing_critical_path_to_type="flip-flop"
export IMPL_buffer_ports_inserted=59
export IMPL_cts_reportedPaths_clkPinSlew_ps=60
export IMPL_run_status="complete, no violations"
export IMPL_cts_tree="yes"
export IMPL_seq_area_frac_synth_pct=2.44
export IMPL_finClkSkew_ps=44.8
export IMPL_wire_length_of_the_first_global_routing_pass_microns=566000
export IMPL_cts_hold_buffers_added=0
export IMPL_ys_seq_elements=129
export IMPL_cts_htree_levels=4
export IMPL_via_per_inst=4.36
export IMPL_grt_start_max_net_pins=63
export IMPL_path_max_fanout=25
export IMPL_clock_insertion_delay_worst_skew_ps=590
export IMPL_synth_distinct_cells=90
export IMPL_worst_path_most_repeated_cell="fa_1"
export IMPL_worst_slew_pin_slew_ps=1130
export IMPL_placed_cells=22500
export IMPL_coreArea_sq_mm=0.441
export IMPL_timing_hold_worst_class="flip-flop to flip-flop"
export IMPL_floorplan_core_util_pct=30.1
critical path, delay by kind of cell:
kind | cells | cell delay (ps)
multiplexers | 1 | 190
buffers and inverters | 44 | 4090
AND-OR/OR-AND | 48 | 8790
adder cells (fa/ha/maj) | 54 | 22690
XOR/XNOR | 37 | 6090
AND/OR/NAND/NOR | 31 | 4010
area by class of cell:
| type | count | area, sq um | share of cell area [%] |
|---|---|---|---|
| diodes | 3 | 7.51 | 0.00482 |
| clock buffers | 32 | 672 | 0.432 |
| clock inverters | 1 | 5.00 | 0.00322 |
| inverters | 3804 | 14300 | 9.19 |
| multi-input cells | 11100 | 117000 | 75.0 |
| flip-flops and latches | 129 | 3240 | 2.08 |
| well taps | 5904 | 7390 | 4.75 |
| repair buffers | 1612 | 13300 | 8.54 |
metrics by stage:
| stage | area [sq um] | hold WS [ps] | setup TNS [ps] | utilization [%] |
|---|---|---|---|---|
| 6_report | 156000 | 473 | 0 | 35.3 |
| 5_1_grt | 156000 | 479 | -6800 | 35.3 |
| 4_1_cts | 154000 | 471 | 0 | 34.9 |
| 3_5_place_dp | 153000 | 460 | -4960 | 34.6 |
| 3_3_place_gp | 153000 | 457 | -4770 | 34.6 |
| 2_1_floorplan | 135000 | 419 | 0 | - |
state kept, by name, summed over array words and instances, names as in the netlist:
| signal | cells |
|---|---|
| w3_2 | 16 |
| w1_1 | 16 |
| w1_2 | 16 |
| done | 1 |
| w2_2 | 16 |
| w3_1 | 16 |
| w2_1 | 16 |
| iteration_counter | 32 |
per-layer routing:
layer | GRT usage (%) | share of wire (%)
met1 | 22.7 | 42
met5 | 0.282 | 0.062
met4 | 2.88 | 2.3
met3 | 7.05 | 10
met2 | 26.2 | 46
logic make-up (layout without fill, tap and decap cells):
logic type               Yosys count  in the layout  synth area share, %
XOR/XNOR                         689            689                 4.63
adder cells (fa/ha/maj)         4617           4617                 60.2
AND-OR/OR-AND                    864            864                 4.20
flip-flops                       129            129                 2.44
AND/OR/NAND/NOR                 4483           4483                 15.9
multiplexers                      12             12                0.102
buffers and inverters           4425           5449                 12.5
other                              2            430              0.00565
Yosys cell counts (all sizes together) (5+ instances only):
master,instances,share of area (%)
nor4,15,0.071
o21ai,182,0.69
and4,6,0.040
a31o,9,0.059
o21a,90,0.51
nor2,613,1.7
a21oi,248,0.94
and3,56,0.26
a2111oi,8,0.054
o31ai,12,0.068
o211ai,5,0.028
dfrtp,116,2.2
nand3,55,0.21
a21boi,9,0.054
xnor2,546,3.6
o21ba,8,0.060
a31oi,16,0.075
o221ai,5,0.038
inv,3801,11
a211o,6,0.040
mux2,9,0.079
o211a,6,0.045
and2,1184,5.6
xor2,134,0.88
o21bai,87,0.49
xnor3,8,0.14
nand4,33,0.16
or4,7,0.040
clkbuf,596,1.7
nand2,2036,5.7
a21o,117,0.66
or2,49,0.23
nor4b,5,0.033
dfstp,13,0.26
ha,1654,16
nand2b,117,0.55
nor2b,98,0.46
or3,28,0.13
fa,2963,45
nor3b,13,0.073
buf,25,0.10
nor3,162,0.61
a211oi,12,0.068
o2111ai,6,0.040
worst paths after layout:
check / startpoint / end / slack [ps] / cells after the start
max: x2[7] / w2_2[15]$_DFFE_PP0P_ / 640 / 215
min: iteration_counter[9]$_DFFE_PP0P_ / iteration_counter[9]$_DFFE_PP0P_ / 470 / 1
max reg2reg: w2_2[6]$_DFFE_PP1P_ / w2_2[15]$_DFFE_PP0P_ / 10850 / 220
min reg2reg: iteration_counter[9]$_DFFE_PP0P_ / iteration_counter[9]$_DFFE_PP0P_ / 470 / 1
max in group asynchronous: rst / w2_1[12]$_DFFE_PP0P_ / 45040 / 3
min in group asynchronous: rst / done$_DFFE_PP0P_ / 11430 / 2
repair_timing:
action | 4_1_cts | 5_1_grt
setup buffers | 25 | 35
gates resized | 65 | 318
cloned | 0 | 2
setup endpoints to repair | 4 | 39
pin swaps | 63 | 281
hold endpoints to repair | 0 | 0
